--- /design/flow/config.mk ---
export PLATFORM = sky130hd
export DESIGN_NAME = uart_string_loopback
export DESIGN_NICKNAME = uart_string_loopback
export VERILOG_FILES = /design/flow/design.v
export SDC_FILE = /design/flow/constraint.sdc
export NUM_CORES = 4
export LEC_CHECK = 1
export CORE_UTILIZATION = 40
--- /design/flow/constraint.sdc ---
current_design uart_string_loopback

set clk_period 3.7
set clk_io_pct 0.2

create_clock -name clk0 -period $clk_period [get_ports {clk}]

set non_clock_inputs [all_inputs -no_clocks]
set_input_delay [expr $clk_period * $clk_io_pct] -clock clk0 $non_clock_inputs
set_output_delay [expr $clk_period * $clk_io_pct] -clock clk0 [all_outputs]
--- /design/flow/design.v ---
module uart_rx(
    input clk,          
    input rst_n,        
    input rx,           
    output reg [7:0] data_out,   
    output reg valid           
);
    parameter BAUD_DIV = 434;    
    localparam IDLE  = 2'd0,
               START = 2'd1,
               DATA  = 2'd2,
               STOP  = 2'd3;
    reg [1:0] state;
    reg [12:0] counter;    
    reg [3:0] bit_index;   
    reg [7:0] rx_shift;    
    always @(posedge clk or negedge rst_n) begin
        if (!rst_n) begin
            state     <= IDLE;
            counter   <= 0;
            bit_index <= 0;
            rx_shift  <= 0;
            data_out  <= 0;
            valid     <= 0;
        end else begin
            case (state)
                IDLE: begin
                    valid <= 0;
                    counter <= 0;
                    bit_index <= 0;
                    if (rx == 1'b0) begin   
                        state <= START;
                    end
                    else state <= IDLE;
                end
                START: begin
                    if (counter < (BAUD_DIV >> 1)) begin
                        counter <= counter + 1;
                    end else begin
                        if (rx == 1'b0) begin
                            counter <= 0;
                            state <= DATA;
                        end else begin
                            state <= IDLE;   
                        end
                    end
                end
                DATA: begin
                    if (counter < BAUD_DIV - 1) begin
                        counter <= counter + 1;
                    end else begin
                        counter <= 0;
                        rx_shift[bit_index] <= rx;
                        if (bit_index < 7)
                            bit_index <= bit_index + 1;
                        else begin
                            bit_index <= 0;
                            state <= STOP;
                        end
                    end
                end
                STOP: begin
                    if (counter < BAUD_DIV - 1) begin
                        counter <= counter + 1;
                    end else begin
                        counter <= 0;
                        if (rx == 1'b1) begin
                            data_out <= rx_shift;
                            valid <= 1;
                        end
                        state <= IDLE;
                    end
                end
                default: state <= IDLE;
            endcase
        end
    end
endmodule
module uart_string_loopback (
    input  wire clk,
    input  wire rst_n,
    input  wire rx,
    output wire tx
);
parameter BUFFER_SIZE = 32;  
parameter DATA_WIDTH = 8;      
reg [DATA_WIDTH-1:0] buffer [0:BUFFER_SIZE-1];  
reg [$clog2(BUFFER_SIZE)-1:0] write_ptr;        
reg [$clog2(BUFFER_SIZE)-1:0] read_ptr;         
wire [DATA_WIDTH-1:0] rx_data;                  
wire rx_valid;                                  
reg [DATA_WIDTH-1:0] tx_data;                   
reg trigger;                                    
wire tx_busy;                                   
reg full, empty;                                
reg [31:0] rx_count;                            
reg [31:0] tx_count;                            
wire buffer_full  = (write_ptr == read_ptr - 1) || (write_ptr == BUFFER_SIZE-1 && read_ptr == 0);
wire buffer_empty = (write_ptr == read_ptr);
uart_rx uart_rx_inst (
    .clk(clk),
    .rst_n(rst_n),
    .rx(rx),
    .data_out(rx_data),
    .valid(rx_valid)
);
uart_tx uart_tx_inst (
    .clk(clk),
    .rst_n(rst_n),
    .trigger(trigger),
    .data_in(tx_data),
    .tx(tx),
    .busy(tx_busy)
);
always @(posedge clk or negedge rst_n) begin
    if (!rst_n) begin
        write_ptr <= 0;
        read_ptr  <= 0;
        trigger   <= 0;
        full      <= 0;
        empty     <= 1;
        rx_count  <= 0;
        tx_count  <= 0;
    end else begin
        if (rx_valid && !buffer_full) begin
            buffer[write_ptr] <= rx_data;
            write_ptr <= (write_ptr == BUFFER_SIZE-1) ? 0 : write_ptr + 1;
            rx_count <= rx_count + 1;
        end
        if (!tx_busy && !buffer_empty && !trigger) begin
            tx_data <= buffer[read_ptr];
            trigger <= 1;
            read_ptr <= (read_ptr == BUFFER_SIZE-1) ? 0 : read_ptr + 1;
            tx_count <= tx_count + 1; 
        end 
		  else begin
            trigger <= 0;
        end
    end
end
endmodule
module uart_tx(
    input clk,               
    input rst_n,             
    input trigger,           
    input [7:0] data_in,     
    output reg tx,           
    output reg busy          
);
    parameter BAUD_DIV = 434;    
    localparam STATE_IDLE  = 2'd0,
               STATE_START = 2'd1,
               STATE_DATA  = 2'd2,
               STATE_STOP  = 2'd3;
    reg [1:0] state;
    reg [12:0] baud_counter;  
    reg [3:0] bit_index;      
    reg [7:0] tx_shift;       
    always @(posedge clk or negedge rst_n) begin
        if (!rst_n) begin
            state       <= STATE_IDLE;
            tx          <= 1'b1;   
            baud_counter<= 0;
            bit_index   <= 0;
            busy        <= 0;
        end else begin
            case(state)
                STATE_IDLE: begin
                    tx          <= 1'b1;
                    baud_counter<= 0;
                    bit_index   <= 0;
                    busy        <= 0;
                    if (trigger) begin
                        busy     <= 1;
                        tx_shift <= data_in;   
                        state    <= STATE_START;
                    end
                end
                STATE_START: begin
                    tx <= 1'b0;  
                    if (baud_counter < BAUD_DIV-1)
                        baud_counter <= baud_counter + 1;
                    else begin
                        baud_counter <= 0;
                        state <= STATE_DATA;
                    end
                end
                STATE_DATA: begin
                    tx <= tx_shift[0];  
                    if (baud_counter < BAUD_DIV-1)
                        baud_counter <= baud_counter + 1;
                    else begin
                        baud_counter <= 0;
                        tx_shift <= {1'b0, tx_shift[7:1]};
                        if (bit_index < 7)
                            bit_index <= bit_index + 1;
                        else begin
                            bit_index <= 0;
                            state <= STATE_STOP;
                        end
                    end
                end
                STATE_STOP: begin
                    tx <= 1'b1;  
                    if (baud_counter < BAUD_DIV-1)
                        baud_counter <= baud_counter + 1;
                    else begin
                        baud_counter <= 0;
                        state <= STATE_IDLE;
                    end
                end
                default: state <= STATE_IDLE;
            endcase
        end
    end
endmodule
--- /design/flow/run.sh ---
#!/bin/bash
# OpenROAD 26Q1-2900-gdf79404cd8, Yosys 0.63+post, stock flow scripts
make -C /OpenROAD-flow-scripts/flow DESIGN_CONFIG=/design/flow/config.mk WORK_HOME=/design/flow/orfs finish
==> results.txt <==
run metrics: Distinct lib cells used=approximately 87, Inserted Clock Buffers=37, Max Buffers Root-to-Sink=3, setup ws final=between 0.6 and 0.7 ns, drt wl/cell=26.3 um, YS warnings=4, Top-area cell share=55.7%, I/O Pins=4, Tmin final=between 3 and 4 ns, R2R Setup Slk=slightly above 0.6 ns, antenna violations before repair=0, hold buffers post-CTS=0, RSZ-0062 raised after global routing=false, CTS Root Cell=clkbuf_16, total gr overflow=0, Flops after synth=about 340, yosys stat chip area=14700 um^2, antenna-violating nets left=0, Fin Clk Skew=0.0193 ns, num rows=69, main flop type=edfxtp_1, Yosys top cell by area=edfxtp_1, DRC viols=0, total tool warning count=38, GPL Wtd Cong=0.956, max cap viols=0, dpl hpwl=around 27 mm, cycle use final=83.5%, PortBufs=3, EDFF count, synth=272, fmax=~320 MHz, CTS H-tree lvls=2, asr flop ratio synth=20.9%, later-pin clock latency in the skew report=0.53 ns, share of cells above drive strength 1=between 15 and 20%, Leak Pwr=0.00586 uW, largest net degree at the start of global routing=69, Syn Std Cell Area=14700 um^2, fp util=40.9%, Largest cells by area=edfxtp_1 (56%), dfrtp_1 (12%), mux2_2 (2.1%), vias=9172, # diodes=0, post-synthesis cell count=about 1000, Post-Route WL=~40 mm, 1st-pass router iterations=7, height of the die=193 um, syn avg cell area=14.3 um^2, metal3 WL=4.64 mm, Total Negative Setup Slacks=0 ns, top routing layer used=met5, vias in the first global route=9213, Worst R2R Path Depth=6, Slew @ Worst Pin=0.871 ns, Die X=193 um, Total Routing Usage GR=23.7%, Starting DRT DRC Count=653, worst-path maximum fanout=42, run status=finished clean, CTS tree=done, crit path launch=read_ptr[2], total die area=37400 um^2, CP Capture Type=flip-flop, crit path DAT=between 3 and 4 ns, Req. time, crit path=3.98 ns, Worst-path clk slew=0.06 ns, # Post-CTS Setup Buffers=0, Max Transition Viols Final=0, first-pass GRT wire length=60.8 mm, Slew headroom=between 40% and 50%, met1 wire length=17.0 mm, setup violators final=0, worst ir drop on vdd=0.263 mV, Hold Vio Cnt, Final=0, total core area=approximately 36000 um^2, Worst Hold Class=primary input to asynchronous set/reset pin, Startpoint Class=flip-flop, CTS sink cnt=344, Via density=5.88, post-synthesis sequential area ratio=between 60 and 70%, metal2 WL=18.4 mm, Cell Pwr Density=469 nW/um^2, Worst R2R Start=read_ptr[2], end of the worst register-to-register path=tx_data[0], synth-to-layout area growth=13.8%, worst setup path category=flip-flop to flip-flop, # Cells Yosys=1027, post_cts resized=0, dpl ws=0.670 ns
-- worst max-delay path: stages (launching register included) --
cell,delay (ns)
dfrtp_2,0.66
buf_12,0.30
and2b_1,0.56
nand4_1,0.17
a221o_1,0.50
or2_1,0.38
o32a_1,0.22
-- power breakdown --
part | leakage (uW) | internal (uW) | total [uW] | switching [uW]
Sequential | 0.00331 | 4130 | 4140 | 2.67
Combinational | 0.00197 | 7.59 | 34.6 | 27.0
Clock | 0.000585 | 2160 | 3650 | 1490
Total | 0.00586 | 6310 | 7820 | 1520
-- cells in the final DEF, fill, tap and decap left out, types with 9 or more instances in the layout --
| master | Yosys | final |
|---|---|---|
| mux2i_1 | 23 | 23 |
| o21ai_0 | 24 | 24 |
| mux2_1 | 12 | 12 |
| a22o_1 | 23 | 23 |
| inv_1 | 23 | 23 |
| o21ai_1 | 12 | 12 |
| mux2_2 | 27 | 27 |
| o22ai_1 | 10 | 10 |
| and3_1 | 15 | 15 |
| a221o_1 | 9 | 9 |
| buf_4 | 3 | 59 |
| a21oi_1 | 17 | 17 |
| nand2_1 | 51 | 51 |
| o2bb2ai_1 | 9 | 9 |
| nor2_1 | 29 | 29 |
| nor3_1 | 49 | 49 |
| dfrtp_1 | 69 | 66 |
| a31oi_1 | 11 | 11 |
| nand3_1 | 49 | 49 |
| clkbuf_16 | 0 | 40 |
| ha_1 | 21 | 21 |
| a22oi_1 | 37 | 37 |
| and2_1 | 9 | 9 |
| nor2b_1 | 13 | 13 |
| nand2b_1 | 12 | 12 |
| edfxtp_1 | 272 | 272 |
-- registers in the layout, indices dropped and copies added, names as in the netlist, 5 cells and up --
name,flops
uart_tx_inst.tx_shift,8
uart_rx_inst.rx_shift,8
read_ptr,5
tx_data,8
uart_rx_inst.data_out,8
uart_rx_inst.counter,13
uart_tx_inst.baud_counter,13
buffer,256
write_ptr,5
-- cells in the mapped netlist (6+ instances only) --
cell and instances:
a22o_1 23, a31oi_1 11, nor2_1 29, edfxtp_1 272
ha_1 21, a21oi_1 17, inv_1 23, and3_1 15
nand4_1 8, nand2b_1 12, o22ai_1 10, mux2_1 12
o21ai_1 12, buf_2 21, mux2_2 27, a221oi_1 7
xor2_1 7, mux2i_1 23, a22oi_1 37, a221o_1 9
clkbuf_1 24, and2_1 9, buf_1 8, nand3b_1 6
nor3_1 49, dfrtp_1 69, nand2_1 51, o21ai_0 24
nand3_1 49, and4_1 6, nor2b_1 13, o2bb2ai_1 9
-- routing by layer --
metal	GRT usage [%]	vias up
li1	-	4137
met1	36.2	4562
met2	33.8	424
met3	10.8	47
met4	4.39	2
met5	1.02	-
-- how the worst max path moves through the flow --
stage,end,slack (ns),cells after the start
5_1_grt,tx_data[0],0.51,6
6_report,tx_data[0],0.61,6
4_1_cts,tx_data[0],0.66,6
-- cell families (layout without fill, tap and decap cells) --
family / count (synthesis) / after routing / share of synthesized area, %
multiplexers: 64 / 64 / 4.87
adder cells (fa/ha/maj): 21 / 21 / 1.79
AND/OR/NAND/NOR: 281 / 281 / 10.5
other: 1 / 4 / 0.0256
AND-OR/OR-AND: 223 / 223 / 11.7
XOR/XNOR: 11 / 11 / 0.657
flip-flops: 344 / 344 / 68.0
buffers and inverters: 82 / 151 / 2.46
-- layout make-up --
class | count | area [um^2]
Clock buffer | 48 | 1060
Fill cell | 3002 | 19100
Clock inverter | 16 | 143
Tap cell | 461 | 577
Sequential cell | 344 | 9980
Timing Repair Buffer | 63 | 503
Multi-Input combinational cell | 604 | 4340
Inverter | 24 | 90.1
-- metrics by stage --
stage | std cells | hold WS, ns | cell area, um^2 | total power [uW] | util (%)
after CTS | 1560 | 0.0912 | 16700 | 7890 | 46.6
after detailed placement | 1496 | 0.480 | 15500 | 4250 | 43.2
after global routing | 1560 | 0.0903 | 16700 | 8030 | 46.6
after global placement | 1496 | 0.475 | 15500 | 4250 | 43.2
final | 1560 | 0.0949 | 16700 | 7820 | 46.6
after floorplan | 1030 | 0.441 | 14700 | 4230 | -
Power and IR drop assume default switching activity.
